$ cat design/flow/run.sh
#!/bin/bash
# OpenROAD 26Q1-2900-gdf79404cd8, Yosys 0.63+post, stock flow scripts
make -C /OpenROAD-flow-scripts/flow DESIGN_CONFIG=/design/flow/config.mk WORK_HOME=/design/flow/orfs finish
$ cat design/flow/config.mk
export PLATFORM = sky130hd
export DESIGN_NAME = Digits0to2
export DESIGN_NICKNAME = Digits0to2
export VERILOG_FILES = /design/flow/design.v
export SDC_FILE = /design/flow/constraint.sdc
export NUM_CORES = 4
export LEC_CHECK = 1
export CORE_AREA = 10 10 70 70
export DIE_AREA = 0 0 80 80
$ cat design/flow/constraint.sdc
current_design Digits0to2

set clk_period 1.6
set clk_io_pct 0.2

create_clock -name clk0 -period $clk_period [get_ports {MCLK}]

set non_clock_inputs [all_inputs -no_clocks]
set_input_delay [expr $clk_period * $clk_io_pct] -clock clk0 $non_clock_inputs
set_output_delay [expr $clk_period * $clk_io_pct] -clock clk0 [all_outputs]
$ cat design/flow/design.v
module Digits0to2(
	input clkin,
	input resetSignal,
	input plus,
	input minus,
	input stopSignal,
	input MCLK,
	output reg clkout,
	output reg [3:0] digit
);
parameter MIN_DIGIT = 0;
parameter MAX_DIGIT = 2;
reg prevPlus;
reg prevMinus;
reg prevClk;
reg midPlus;
reg midMinus;
reg midClk;
always@(digit)
	if(digit <= (MAX_DIGIT/2))
		clkout <= 0;
	else clkout <= 1;
always@(negedge MCLK)
	begin
		prevPlus <= plus;
		prevMinus <= minus;
		prevClk <= clkin;
	end
always@(negedge resetSignal, negedge MCLK)
	if(resetSignal == 0)
		begin
			digit <= 0;
		end
	else
		begin
			if(clkin == 0 & prevClk == 1 & stopSignal == 1)
				if (digit < MAX_DIGIT)
					digit <= digit + 1;
				else 
					digit <= MIN_DIGIT;
			if((plus == 0 & prevPlus == 1))
				if (digit < MAX_DIGIT)
					digit <= digit + 1;
				else 
					digit <= MIN_DIGIT;
			if(minus == 0 & prevMinus == 1)
				if (digit> MIN_DIGIT)
					digit <= digit - 1;
				else 
					digit <= MAX_DIGIT;
		end
endmodule
==> results.py <==
# Generated from Yosys and OpenROAD reports
metrics = {
    "cells_and_area": {
        "layout-drive-gt1-share_pct": 61.5,
        "fin_area_sq_um": 863,
        "stdcell_count": 124,
        "final-comb-area_sq_um": 285,
        "postLayoutCoreUtil_pct": 25.3,
        "fillers": 366,
        "flop_area_sq_um": 160,
        "mostFrequentLayoutCells": "buf_6 (14), buf_4 (14), inv_1 (4), dfrtn_1 (4)",
        "area_delta_synth_final_pct": 112,
    },
    "yosys": {
        "ys_ff": 7,
        "synth_area_sq_um": 408,
        "yosys_warnings": 1,
        "synth.top_cell.area_share_pct": 24.5,
        "yosys_cells": 39,
        "synth-edff-count": 0,
        "synthTopCellsByArea": "dfrtn_1 (25%), dfxtp_1 (15%), ha_1 (12%)",
        "syn_inst": 39,
        "syn_area_per_cell_sq_um": 10.5,
        "async_flop_share_pct": 57.1,
        "synth.distinct_cells": 25,
        "ys_seq_share_pct": 39.3,
        "synth-main-ff-cell": "dfrtn_1",
        "top_area_cell": "dfrtn_1",
        "ys_area_sq_um": 408,
    },
    "clock_tree": {
        "cts_hold_buf": 0,
        "cts_tree": "done",
        "ctsLongestPathBuffers": 2,
        "clk_latency_ns": 0.31,
        "numClockSinks": 7,
        "numCtsBuffers": 3,
        "clk_pin_slew_ns": 0.04,
        "htreeDepth": 1,
        "root_buffer": "clkbuf_4",
    },
    "min_path": {
        "whs_path_depth": 3,
        "hp-class": "reg2reg",
        "hp-start": "digit[3]",
        "whs_endpoint": "digit[3]",
    },
    "grt": {
        "antenna_found_initial": 0,
        "grt_max_degree": 8,
        "grt_pass1_wl_mm": 2.26,
        "top_usage_layer": "met2",
        "grt_overflow_total": 0,
        "grtUsageMet3_pct": 2.84,
        "use_met1_pct": 5.47,
        "globalRouteMet2Util_pct": 6.58,
        "grt_pass1_vias": 496,
        "grtUsageTotal_pct": 4.49,
    },
    "floorplan": {
        "ios": 11,
        "die_w_um": 80,
        "rows": 21,
        "core_area_sq_um": 3420,
        "fp_util_pct": 11.9,
        "chipArea_sq_um": 6400,
        "die_h_um": 80,
    },
    "timing": {
        "hold_viol_final": 0,
        "relSlewSlack_pct": 74.9,
        "rsz0062_at_grt": "true",
        "finalSetupViolCount": 9,
        "tightestPinTransition_ns": 0.377,
        "setup_ws_ns": -0.722,
        "slew_violations": 0,
        "clock_skew_ns": 0.0451,
    },
    "routing": {
        "viasPerCell": 3.63,
        "diodes": 0,
        "wl_per_cell_um": 11.4,
        "dr.pass1.iters": 4,
        "wl_mm": 1.42,
        "route.vias.total": 450,
        "drt-initial-drc-count": 24,
        "ant_nets": 0,
        "drcViolationCount": 0,
    },
    "worst_setup_path": {
        "critPathArrivalTime_ns": 2.00,
        "rr_startpoint": "digit[0]",
        "critPathRequiredTime_ns": 1.28,
        "cp_max_fo": 3,
        "r2r_cells": 8,
        "r2r_end": "digit[1]",
        "start_kind": "register",
        "worstSetupPathType": "reg2out",
        "crit_path_start": "digit[0]",
        "worst_setup_path_end_kind": "primary output",
        "r2r_slack_ns": 0.01,
    },
    "power_and_ir_drop": {
        "power_switching_w": 0.000388,
        "vdd_drop_max_uv": 521,
        "p_per_area_nw_per_um2": 1290,
        "switching_share_pct": 34.8,
        "pwr-share-clk_pct": 17.2,
        "p_int_w": 0.000728,
        "power_frac_comb_pct": 61.4,
        "pwr-share-seq_pct": 21.4,
        "power_leakage_nw": 0.396,
    },
    "place": {
        "placed_cells_incl_taps": 104,
        "gp_congestion": 0.862,
        "place_area_sq_um": 643,
        "io_buffers": 10,
        "hpwl_um": 845,
        "pre_cts_ws_ns": -0.795,
    },
    "run": {
        "maxCapViolCount": 0,
        "tool_warnings": 34,
    },
    "outcome": {
        "violations": "negative setup slack",
        "status": "finished with violations",
    },
}
==> flip-flops by register name, summed over array words and instances (netlist names) <==
signal	count
prevClk	1
prevPlus	1
digit	4
prevMinus	1
==> timing repair <==
item / CTS / global route
pin swaps: 6 / 5
resized: 45 / 15
buffers inserted: 14 / 6
endpoints found under the setup margin: 9 / 9
==> through the flow <==
step,power [W],hold slack [ns],setup TNS [ns]
after global placement,0.000687,0.594,-6.06
after detailed placement,0.000691,0.593,-6.15
after floorplan,0.000454,0.515,-0.961
final,0.00112,0.703,-3.07
after global routing,0.00122,0.743,-3.47
after CTS,0.00105,0.646,-3.03
==> worst max path at each step <==
| stage | to | slack, ns | cells after the start |
|---|---|---|---|
| after CTS | clkout | -0.71 | 5 |
| after global routing | clkout | -0.78 | 5 |
| final | clkout | -0.72 | 5 |
==> Yosys cell counts (2+ instances only) <==
cell type  number
dfrtn_1         4
dfxtp_1         3
ha_1            4
inv_1           4
nand2_1         2
nand2b_1        2
nor2_1          2
==> critical path: stages, from the launching register on <==
cell	delay, ns
dfrtn_1	0.45
buf_6	0.12
inv_4	0.03
ha_4	0.14
o21ai_2	0.09
buf_2	0.10
==> cells by family (layout without fill, tap and decap cells) <==
kind of cell    after synthesis  in the layout  synth area share, %
simple gates                 13             13                 19.9
compound gates               10             10                 22.4
flops                         7              7                 39.3
fa+ha+maj                     4              4                 12.3
buf+inv                       4             43                 3.68
mux                           1              1                 2.45
==> power groups by stage <==
stage     Clock [W]  Combinational [W]  Sequential (W)
4_1_cts    0.000199           0.000613        0.000236
5_1_grt    0.000221           0.000757        0.000243
6_report   0.000192           0.000686        0.000239
==> final cells by class <==
cell class	count	area share (%)
timing repair buffer	33	35.5
inverter	3	1.88
tap	46	6.67
multi-input combinational	28	33.0
clock buffer	4	3.04
sequential	7	18.6
clock inverter	3	1.30
==> metal layers <==
layer / part of all wire [%] / up-vias
met5: 0 / -
met4: 0.57 / 0
met3: 8.1 / 2
met2: 46 / 13
met1: 45 / 220
li1: - / 215
No activity file was given, so power comes from the tool's default toggle rates.
