<file path="design/flow/design.v">
module Digits0to5(
	input clkin,
	input resetSignal,
	input plus,
	input minus,
	input stopSignal,
	input MCLK,
	output reg clkout,
	output reg [3:0] digit
);
parameter MIN_DIGIT = 0;
parameter MAX_DIGIT = 5;
reg prevPlus;
reg prevMinus;
reg prevClk;
reg midPlus;
reg midMinus;
reg midClk;
always@(digit)
	if(digit <= (MAX_DIGIT/2))
		clkout <= 0;
	else clkout <= 1;
always@(negedge MCLK)
	begin
		prevPlus <= plus;
		prevMinus <= minus;
		prevClk <= clkin;
	end
always@(negedge resetSignal, negedge MCLK)
	if(resetSignal == 0)
		begin
			digit <= 0;
		end
	else
		begin
			if(clkin == 0 & prevClk == 1 & stopSignal == 1)
				if (digit < MAX_DIGIT)
					digit <= digit + 1;
				else 
					digit <= MIN_DIGIT;
			if((plus == 0 & prevPlus == 1))
				if (digit < MAX_DIGIT)
					digit <= digit + 1;
				else 
					digit <= MIN_DIGIT;
			if(minus == 0 & prevMinus == 1)
				if (digit> MIN_DIGIT)
					digit <= digit - 1;
				else 
					digit <= MAX_DIGIT;
		end
endmodule
module Digits0to9(
	input clkin,
	input resetSignal,
	input plus,
	input minus,
	input stopSignal,
	input MCLK,
	output reg clkout,
	output reg [3:0] digit
);
parameter MIN_DIGIT = 0;
parameter MAX_DIGIT = 9;
reg prevPlus;
reg prevMinus;
reg prevClk;
reg midPlus;
reg midMinus;
reg midClk;
always@(digit)
	if(digit <= (MAX_DIGIT/2))
		clkout <= 0;
	else clkout <= 1;
always@(negedge MCLK)
	begin
		prevPlus <= plus;
		prevMinus <= minus;
		prevClk <= clkin;
	end
always@(negedge resetSignal, negedge MCLK)
	if(resetSignal == 0)
		begin
			digit <= 0;
		end
	else
		begin
			if(clkin == 0 & prevClk == 1 & stopSignal == 1)
				if (digit < MAX_DIGIT)
					digit <= digit + 1;
				else 
					digit <= MIN_DIGIT;
			if((plus == 0 & prevPlus == 1))
				if (digit < MAX_DIGIT)
					digit <= digit + 1;
				else 
					digit <= MIN_DIGIT;
			if(minus == 0 & prevMinus == 1)
				if (digit> MIN_DIGIT)
					digit <= digit - 1;
				else 
					digit <= MAX_DIGIT;
		end
endmodule
module DigitsForHoutUnits(
	input resetSignal,
	input clkin,
	input plus,
	input minus,
	input stopSignal,
	input [3:0] hTens,
	input MCLK,
	output reg clkout,
	output reg [3:0] digit
);
parameter MIN_DIGIT = 0;
parameter MAX_DIGIT = 9;
parameter CONDITIONAL_MAX_DIGIT = 3;
reg prevPlus;
reg prevMinus;
reg prevClk;
always@(digit)
	if(hTens == 2)
		if(digit < (CONDITIONAL_MAX_DIGIT/2 + 1))
			clkout <= 0;
		else clkout <= 1;
	else
		if(digit < (MAX_DIGIT/2 + 1))
			clkout <= 0;
		else clkout <= 1;
always@(negedge MCLK)
	begin
		prevPlus <= plus;
		prevMinus <= minus;
		prevClk <= clkin;
	end
always@(negedge resetSignal, negedge MCLK)
	if(resetSignal == 0)
		begin
			digit <= 0;
		end
	else
		begin
			if(clkin == 0 & prevClk == 1 & stopSignal == 1)
				if(hTens == 2)
					if (digit < CONDITIONAL_MAX_DIGIT)
						digit <= digit + 1;
					else 
						digit <= MIN_DIGIT;
				else
					if (digit < MAX_DIGIT)
						digit <= digit + 1;
					else 
						digit <= MIN_DIGIT;
			if((plus == 0 & prevPlus == 1))
				if(hTens == 2)
					if (digit < CONDITIONAL_MAX_DIGIT)
						digit <= digit + 1;
					else 
						digit <= MIN_DIGIT;
				else
					if (digit < MAX_DIGIT)
						digit <= digit + 1;
					else 
						digit <= MIN_DIGIT;
			if(minus == 0 & prevMinus == 1)
				if(hTens == 2)
					if (digit > MIN_DIGIT)
						digit <= digit - 1;
					else 
						digit <= MAX_DIGIT;
				else 
					if (digit> MIN_DIGIT)
						digit <= digit - 1;
					else 
						digit <= CONDITIONAL_MAX_DIGIT;
		end
endmodule
module EventDispatcher(
	input modeBtn,
	input plusBtn,
	input minusBtn,
	input resetBtn,
	output reg resetSignal,
	output reg plusMinutesUnits,
	output reg minusMinutesUnits,
	output reg plusMinutesTesn,
	output reg minusMinutesTens,
	output reg plusHoursUnits,
	output reg minusHoursUnits,
	output reg plusHoursTens,
	output reg minusHoursTens,
	output reg stopSignal,
	output reg [2:0] st
);
reg [2:0] state;
always@ (state)
	st <= state;
always@(state, resetBtn)
	if(resetBtn == 0)
		resetSignal <= 0;
	else if(state == 0)
		begin	
			resetSignal <= 1;
			plusMinutesUnits <= 1;
			minusMinutesUnits <= 1;
			plusMinutesTesn <= 1;
			minusMinutesTens <= 1;
			plusHoursUnits <= 1;
			minusHoursUnits <= 1;
			plusHoursTens <= 1;
			minusHoursTens <= 1;
			stopSignal <= 1;
		end
	else if(state == 1)
		begin
			resetSignal <= modeBtn;
			plusMinutesUnits <= 1;
			minusMinutesUnits <= 1;
			plusMinutesTesn <= 1;
			minusMinutesTens <= 1;
			plusHoursUnits <= 1;
			minusHoursUnits <= 1;
			plusHoursTens <= plusBtn;
			minusHoursTens <= minusBtn;
			stopSignal <= 0;
		end
	else if(state == 2)
		begin
			resetSignal <= 1;
			plusMinutesUnits <= 1;
			minusMinutesUnits <= 1;
			plusMinutesTesn <= 1;
			minusMinutesTens <= 1;
			plusHoursUnits <= plusBtn;
			minusHoursUnits <= minusBtn;
			plusHoursTens <= 1;
			minusHoursTens <= 1;
			stopSignal <= 0;
		end
	else if(state == 3)
		begin
			resetSignal <= 1;
			plusMinutesUnits <= 1;
			minusMinutesUnits <= 1;
			plusMinutesTesn <= plusBtn;
			minusMinutesTens <= minusBtn;
			plusHoursUnits <= 1;
			minusHoursUnits <= 1;
			plusHoursTens <= 1;
			minusHoursTens <= 1;
			stopSignal <= 0;
		end
	else if(state == 4)
		begin
			resetSignal <= 1;
			plusMinutesUnits <= plusBtn;
			minusMinutesUnits <= minusBtn;
			plusMinutesTesn <= 1;
			minusMinutesTens <= 1;
			plusHoursUnits <= 1;
			minusHoursUnits <= 1;
			plusHoursTens <= 1;
			minusHoursTens <= 1;
			stopSignal <= 0;
		end
always@(negedge modeBtn, negedge resetBtn)
	if(resetBtn == 0)
		state <= 0;
	else if (state == 0)
		state <= 1;
	else if (state == 1)
		state <= 2;
	else if (state == 2)
		state <= 3;
	else if (state == 3)
		state <= 4;
	else if (state == 4)
		state <= 0;
endmodule
module UP2_TOP
(
	MCLK,
	FLEX_DIGIT_1,
	FLEX_DIGIT_1_DP,
	FLEX_DIGIT_2,
	FLEX_DIGIT_2_DP,
	FLEX_MOUSE_CLK,
	FLEX_MOUSE_DATA,
	VGA_RED,
	VGA_BLUE,
	VGA_GREEN,
	VGA_HSYNC,
	VGA_VSYNC,
	LED,
	SW,
	BT,
	DISP1,
	DISP1_DP,
	DISP2,
	DISP2_DP,
	DISP3,
	DISP3_DP,
	DISP4,
	DISP4_DP,
	PS2_DATA,
	PS2_CLK,
	RS232_RX,
	RS232_TX,
	RS232_RTS,
	RS232_CTS,
	MATRIX_ROW,
	MATRIX_COL
);
input MCLK;	 
output [6:0] FLEX_DIGIT_1;
output [6:0] FLEX_DIGIT_2;
output FLEX_DIGIT_1_DP;
output FLEX_DIGIT_2_DP;
output VGA_RED;
output VGA_GREEN;
output VGA_BLUE;
output VGA_HSYNC;
output VGA_VSYNC;
output [15:0] LED;
input [7:0] SW;
input [3:0] BT;
output [6:0] DISP1;
output DISP1_DP;
output [6:0] DISP2;
output DISP2_DP;
output [6:0] DISP3;
output DISP3_DP;
output [6:0] DISP4;
output DISP4_DP;
inout PS2_DATA;
inout PS2_CLK;
inout FLEX_MOUSE_DATA;
inout FLEX_MOUSE_CLK;
input RS232_RX;
output RS232_TX;
output RS232_RTS;
input RS232_CTS;
output [7:0] MATRIX_ROW;
output [15:0] MATRIX_COL;
assign FLEX_DIGIT_1_DP = 1;
assign FLEX_DIGIT_2_DP = 1;
assign MATRIX_ROW = 8'hFF;
assign MATRIX_COL = 16'hFFFF;
wire plusBtn;
wire minusBtn;
wire modeBtn;
wire resetBtn;
wire [3:0] secUnits;
wire [3:0] secTens;
wire [3:0] minUnits;
wire [3:0] minTens;
wire [3:0] hUnits;
wire [3:0] hTens;
wire prescaledMCLK;
prescaler prescalerMod(
	.clkin(MCLK),
	.clkout(prescaledMCLK)
);
debouncer plusBtnDbncr(
	.clk(MCLK),
	.button(BT[2]),
	.bt_act(plusBtn)
);
debouncer minusBtnDbncr(
	.clk(MCLK),
	.button(BT[0]),
	.bt_act(minusBtn)
);
debouncer modeBtnDbncr(
	.clk(MCLK),
	.button(BT[3]),
	.bt_act(modeBtn)
);
debouncer resetBtnDbncr(
	.clk(MCLK),
	.button(BT[1]),
	.bt_act(resetBtn)
);
dek7seg secUnitsDisp(
	.data_in(secUnits),
	.disp(NEG_FLEX_DIGIT_2)
);
wire [7:0] NEG_FLEX_DIGIT_2;
assign FLEX_DIGIT_2 = ~NEG_FLEX_DIGIT_2;
dek7seg secTensDisp(
	.data_in(secTens),
	.disp(NEG_FLEX_DIGIT_1)
);
wire [7:0] NEG_FLEX_DIGIT_1;
assign FLEX_DIGIT_1 = ~NEG_FLEX_DIGIT_1;
dek7seg minsUnitsDisp(
	.data_in(minUnits),
	.disp(DISP4)
);
dek7seg minsTensDisp(
	.data_in(minTens),
	.disp(DISP3)
);
dek7seg hUnitsDisp(
	.data_in(hUnits),
	.disp(DISP2)
);
dek7seg hTensDisp(
	.data_in(hTens),
	.disp(DISP1)
);
wire resetSignal;
wire plusMinutesUnits;
wire minusMinutesUnits;
wire plusMinutesTesn;
wire minusMinutesTens;
wire plusHoursUnits;
wire minusHoursUnits;
wire plusHoursTens;
wire minusHoursTens;
wire stopSignal;
wire [2:0] EventDispatcherState;
EventDispatcher EventDispatcherMod(
	.modeBtn(modeBtn),
	.plusBtn(plusBtn),
	.minusBtn(minusBtn),
	.resetBtn(resetBtn),
	.resetSignal(resetSignal),
	.plusMinutesUnits(plusMinutesUnits),
	.minusMinutesUnits(minusMinutesUnits),
	.plusMinutesTesn(plusMinutesTens),
	.minusMinutesTens(minusMinutesTens),
	.plusHoursUnits(plusHoursUnits),
	.minusHoursUnits(minusHoursUnits),
	.plusHoursTens(plusHoursTens),
	.minusHoursTens(minusHoursTens),
	.stopSignal(stopSignal),
	.st(EventDispatcherState)
);
Digits0to9 SecUnitsMod(
	.clkin(prescaledMCLK),
	.resetSignal(resetSignal),
	.plus(1),
	.minus(1),
	.stopSignal(stopSignal),
	.MCLK(MCLK),
	.clkout(CLKFromSecUnits),
	.digit(secUnits),
);
wire CLKFromSecUnits;
Digits0to5 SecTensMod(
	.clkin(CLKFromSecUnits),
	.resetSignal(resetSignal),
	.plus(1),
	.minus(1),
	.stopSignal(stopSignal),
	.MCLK(MCLK),
	.clkout(CLKFromSecTens),
	.digit(secTens),
);
wire CLKFromSecTens;
Digits0to9 MinUnitsMod(
	.clkin(CLKFromSecTens),
	.resetSignal(resetSignal),
	.plus(plusMinutesUnits),
	.minus(minusMinutesUnits),
	.stopSignal(stopSignal),
	.MCLK(MCLK),
	.clkout(CLKFromMinUnits),
	.digit(minUnits),
);
wire CLKFromMinUnits;
Digits0to5 MinTensMod(
	.clkin(CLKFromMinUnits),
	.resetSignal(resetSignal),
	.plus(plusMinutesTens),
	.minus(minusMinutesTens),
	.stopSignal(stopSignal),
	.MCLK(MCLK),
	.clkout(CLKFromMinTens),
	.digit(minTens),
);
wire CLKFromMinTens;
DigitsForHoutUnits DigitsForHoutUnitsMod(
	.clkin(CLKFromMinTens),
	.resetSignal(resetSignal),
	.plus(plusHoursUnits),
	.minus(minusHoursUnits),
	.stopSignal(stopSignal),
	.hTens(hTens),
	.MCLK(MCLK),
	.clkout(CLKFromHoursUnits),
	.digit(hUnits),
);
wire CLKFromHoursUnits;
Digits0to9 HoursTensMod(
	.clkin(CLKFromHoursUnits),
	.resetSignal(resetSignal),
	.plus(plusHoursTens),
	.minus(minusHoursTens),
	.stopSignal(stopSignal),
	.MCLK(MCLK),
	.digit(hTens),
);
assign LED[15] = stopSignal;
assign LED[14] = resetSignal;
assign LED[13] = CLKFromSecUnits;
assign LED[12] = prescaledMCLK;
assign LED[11] = plusMinutesUnits;
assign LED[10] = minusMinutesUnits;
assign LED[9] = plusMinutesTens;
assign LED[8] = minusMinutesTens;
assign LED[7] = plusHoursUnits;
assign LED[6] = minusHoursUnits;
assign LED[5] = plusHoursTens;
assign LED[4] = minusHoursTens;
assign LED[3] = 0;
assign {LED[2], LED[1], LED[0]} = EventDispatcherState;
endmodule
module debouncer (
	input button,
	input clk,
	output reg bt_act
);
parameter F_CLK = 25175000;
parameter D_TIME = F_CLK/10;
reg [31:0] counter;
always@(posedge clk, negedge button)
	if( button == 0 )
		counter <= 0;
	else 
		if( counter < D_TIME )
			counter <= counter + 1;
always@(posedge clk)
	if( counter < D_TIME )
		bt_act <= 0;
	else bt_act <= 1;
endmodule
module dek7seg(
	input [3:0] data_in,
	output reg [6:0] disp
);
always@(data_in)
	case(data_in)
		4'h0: disp <= 7'b0111111;
		4'h1: disp <= 7'b0000110;
		4'h2: disp <= 7'b1011011;
		4'h3: disp <= 7'b1001111;
		4'h4: disp <= 7'b1100110;
		4'h5: disp <= 7'b1101101;
		4'h6: disp <= 7'b1111101;
		4'h7: disp <= 7'b0000111;
		4'h8: disp <= 7'b1111111;
		4'h9: disp <= 7'b1101111;
		4'hA: disp <= 7'b1110111;
		4'hB: disp <= 7'b1111100;
		4'hC: disp <= 7'b0111001;
		4'hD: disp <= 7'b1011110;
		4'hE: disp <= 7'b1111001;
		4'hF: disp <= 7'b1110001;
	endcase
endmodule
module prescaler (
	input clkin,
	output reg clkout
);
parameter F_OSC = 25175000/5;  
reg [31:0] counter;
always@(posedge clkin)
	if( counter < (F_OSC - 1) )
		counter <= counter + 1;
	else
		counter <= 0;
always@(posedge clkin)
	if( counter < (F_OSC/2) )
		clkout <= 0;
	else
		clkout <= 1;
endmodule 
</file>
<file path="design/flow/run.sh">
#!/bin/bash
# OpenROAD 26Q1-2900-gdf79404cd8, Yosys 0.63+post, stock flow scripts
make -C /OpenROAD-flow-scripts/flow DESIGN_CONFIG=/design/flow/config.mk WORK_HOME=/design/flow/orfs finish
</file>
<file path="design/flow/config.mk">
export PLATFORM = sky130hd
export DESIGN_NAME = UP2_TOP
export DESIGN_NICKNAME = UP2_TOP
export VERILOG_FILES = /design/flow/design.v
export SDC_FILE = /design/flow/constraint.sdc
export NUM_CORES = 4
export LEC_CHECK = 1
export CORE_UTILIZATION = 40
</file>
<file path="design/flow/constraint.sdc">
current_design UP2_TOP

set clk_period 5.9
set clk_io_pct 0.2

create_clock -name clk0 -period $clk_period [get_ports {MCLK}]

set non_clock_inputs [all_inputs -no_clocks]
set_input_delay [expr $clk_period * $clk_io_pct] -clock clk0 $non_clock_inputs
set_output_delay [expr $clk_period * $clk_io_pct] -clock clk0 [all_outputs]
</file>
==> reports/metrics.yaml <==
status: "finished with violations"
violations: "negative setup slack"
drcViolationCount: 0
area_growth_pct: 29.6
netlist_area_um2: 11000
rsz0062_at_grt: "true"
synth-edff-count: 0
slew_violations: 0
hold_viol: 0
grt_overflow_total: 0
htree_levels: 1
drtPass1Iterations: 5
diodes: 0
clkLatencyLatePin_ns: 0.57
antenna_found_initial: 0
track_usage_pct: 16.5
synth-async-reset-ratio_pct: 71.8
unclocked_pins: 13
drt-vias-per-instance: 5.10
worst-r2r-setup-slack_ns: 1.76
die_x_um: 168
gp_congestion: 0.870
synth.distinct_cells: 83
setup_viol: 24
untimed_endpoints: 38
min-delay-path-class: "reg2reg"
synth_cells: 1161
fin_skew_ns: 0.0555
port_buffers: 61
initCoreUtil_pct: 40.8
placed_area_um2: 11900
setup_slack_ns: -0.200
num_rows: 60
die_h_um: 168
grt_max_degree: 33
ios: 114
ant_nets: 0
arrival_ns: 4.92
yosys_warnings: 25
synth-seq-cells: 216
power_density_nw_per_um2: 197
start_kind: "flip-flop"
vias: 8656
grt_pass1_wl_um: 38200
dp.final_hpwl_um: 14000
warnings: 89
wirelength_um: 22900
num-fill-cells: 2182
ys_cells: 1161
cts_buffers: 23
yosys-stat-area_um2: 11000
design_area_um2: 14200
finalPower_w: 0.00280
critPathKind: "reg2out"
drive_above_1_share_pct: 27.5
cts_tree: "built"
p_leak_nw: 6.41
initialDrtViolationCount: 481
end_kind: "output pin"
avgSynthCellArea_um2: 9.47
ff_type: "dfrtp_1"
max_cap_viol_count: 0
root_buffer: "clkbuf_16"
clock_path_buffers: 3
peakVddDrop_uv: 171
crit_fanout: 4
chip_area_um2: 28100
grt_pass1_vias: 8042
slew_headroom_pct: 50.0
core_area_um2: 27000
critPathRequiredTime_ns: 4.72
wl_per_cell_um: 13.5
clkTransAtPathRegs_ns: 0.05
cts_hold_buf: 0
worst_pin_slew_ns: 0.750
-- where the power goes --
group	internal [W]	total [W]	switching, W
sequential	0.00139	0.00139	0.00000116
combinational	0.0000103	0.0000323	0.0000220
clock	0.000805	0.00137	0.000570
total	0.00221	0.00280	0.000593
-- stage by stage --
stage               utilization [%]  TNS, ns  instances  setup WS [ns]  hold slack [ns]
floorplan                         -        0       1206          0.321            0.429
global placement               44.3  -0.0170       1541        -0.0170            0.365
detailed placement             44.3  -0.0147       1541       -0.00907            0.366
CTS                            51.8    -1.31       1673         -0.191            0.380
global route                   52.8    -4.07       1696         -0.273            0.384
finish                         52.8    -1.78       1696         -0.200            0.374
-- cells in the final DEF, fill, tap and decap left out, types with 27 or more instances in the layout --
cell type / instances
a21oi_1: 35
buf_2: 34
buf_4: 100
buf_6: 53
conb_1: 47
dfrtn_1: 27
dfrtp_1: 128
dfxtp_1: 51
ha_4: 34
inv_1: 36
nand2_1: 71
nand3_1: 62
nand4_1: 27
nor2_1: 105
nor3_1: 38
o21ai_0: 32
xnor2_1: 51
xor2_1: 53
-- Yosys cell counts (10+ instances only) --
cell type  count  area share [%]
a21oi_1       44             2.0
a31oi_1       12            0.68
and3_1        18             1.0
buf_4         51             3.5
clkbuf_1      64             2.2
dfrtn_1       27             6.1
dfrtp_1      128              29
dfxtp_1       51             9.3
dlxtn_1       10             1.4
ha_1          49             5.6
inv_1         44             1.5
nand2_1       76             2.6
nand2b_1      13            0.74
nand3_1       62             2.8
nand4_1       27             1.5
nor2_1       117             4.0
nor2b_1       15            0.85
nor3_1        41             1.9
nor4_1        13            0.74
o21ai_0       43             2.0
xnor2_1       51             4.1
xor2_1        53             4.2
-- layout make-up --
type | instances | area [µm²] | share of cell area (%)
Inverter | 45 | 191 | 1.34
Tap cell | 341 | 427 | 3.00
Clock inverter | 25 | 146 | 1.03
Clock buffer | 31 | 626 | 4.39
Sequential cell | 216 | 5050 | 35.5
Timing Repair Buffer | 217 | 1810 | 12.7
Multi-Input combinational cell | 821 | 5980 | 42.0
-- worst paths after layout --
| kind | cells after the start | to | start |
|---|---|---|---|
| max | 5 | FLEX_DIGIT_2[3] | SecUnitsMod.digit[0]$_DFFE_NN0P_ |
| min | 0 | minusBtnDbncr.counter[23]$_DFFE_PN0N_ | minusBtnDbncr.counter[23]$_DFFE_PN0N_ |
| max reg2reg | 3 | SecUnitsMod.digit[0]$_DFFE_NN0P_ | prescalerMod.clkout$_DFF_P_ |
| min reg2reg | 0 | minusBtnDbncr.counter[23]$_DFFE_PN0N_ | minusBtnDbncr.counter[23]$_DFFE_PN0N_ |
| max in group asynchronous | 2 | resetBtnDbncr.counter[10]$_DFFE_PN0N_ | BT[1] |
| min in group asynchronous | 2 | modeBtnDbncr.counter[30]$_DFFE_PN0N_ | BT[3] |
-- metal layers --
metal  up-vias  routed length (µm)  track usage [%]
li1       4287                   -                -
met1      4160               11300             26.2
met2       171               10400             25.6
met3        38                 726             1.85
met4         0                 459             2.83
met5         -                   0                0
-- worst max-delay path: stages, from the launching register on --
cell	delay, ns
dfrtn_1	0.47
inv_2	0.10
ha_4	0.28
inv_2	0.04
mux4_2	0.44
buf_2	0.12
-- registers in the layout (all words and copies together) (netlist names), 3 cells and up --
| name | flops |
|---|---|
| SecTensMod.digit | 4 |
| modeBtnDbncr.counter | 32 |
| MinTensMod.digit | 4 |
| MinUnitsMod.digit | 4 |
| prescalerMod.counter | 32 |
| plusBtnDbncr.counter | 32 |
| HoursTensMod.digit | 4 |
| SecUnitsMod.digit | 4 |
| resetBtnDbncr.counter | 32 |
| EventDispatcherMod.state | 3 |
| minusBtnDbncr.counter | 32 |
| DigitsForHoutUnitsMod.digit | 4 |
-- logic make-up after synthesis --
logic type | count (synthesis) | share of synthesized area [%]
compound gates | 180 | 11.0
buf+inv | 169 | 7.84
mux | 18 | 2.05
other cells | 2 | 0.0683
simple gates | 423 | 19.2
flops | 206 | 44.6
xor+xnor | 104 | 8.29
fa+ha+maj | 49 | 5.58
latches | 10 | 1.37
-- repair_timing --
item,in CTS,in global routing
cloned,0,0
setup endpoints to repair,43,42
buffers inserted,78,30
pin swaps,61,43
gates resized,314,50
Power and IR drop assume default switching activity.
